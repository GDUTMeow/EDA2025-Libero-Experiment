**/design/flow/design.v**
```verilog
module running_light (
    input Clk,               
    input Rst,               
    input [1:0] light_mode,  
    output reg [25:0] led         
);
    parameter M1_CLK_NEEDED = 4'd2;  
    parameter M2_CLK_NEEDED = 4'd8;  
    parameter M3_CLK_NEEDED = 4'd4;  
    parameter M4_CLK_NEEDED = 4'd1;  
    reg [3:0] clock_counter;   
    reg [3:0] fill_step;       
    reg [2:0] sym_step;        
    reg [1:0] mode_record;     
    reg [7:0] lfsr_reg;        
    reg m1_toggle;             
    always @(posedge Clk or posedge Rst) begin
        if (Rst) 
            lfsr_reg <= 8'hcc;  
        else 
            lfsr_reg <= {lfsr_reg[6:0], lfsr_reg[7] ^ lfsr_reg[5] ^ lfsr_reg[4] ^ lfsr_reg[3]};
    end
    always @(posedge Clk or posedge Rst) begin
        if (Rst) begin
            led <= 26'b0;    
            fill_step <= 0;  
            sym_step <= 0;   
            mode_record <= 2'b00;    
            clock_counter <= 4'd1;   
            m1_toggle <= 0;  
        end else begin
            if (light_mode != mode_record) begin
                led <= 26'b0;
                fill_step <= 0;
                sym_step <= 0;
                mode_record <= light_mode;
                clock_counter <= 4'd1;
            end else begin
                case (light_mode)
                    2'b00: begin
                        if (clock_counter >= M1_CLK_NEEDED) begin
                            led[25:8] <= 18'b0;
                            m1_toggle <= ~m1_toggle;
                            led[7:0]  <= (m1_toggle) ? 8'b10101010 : 8'b01010101;
                            clock_counter <= 1;
                        end else begin
                            clock_counter <= clock_counter + 1;
                        end
                    end
                    2'b01: begin
                        if (clock_counter >= M2_CLK_NEEDED) begin
                            led[25:8] <= 18'b0;
                            if (fill_step < 8)
                                led[fill_step] <= 1'b1;      
                            else
                                led[fill_step - 8] <= 1'b0;  
                            fill_step <= fill_step + 1;      
                            clock_counter <= 1;
                        end else begin
                            clock_counter <= clock_counter + 1;
                        end
                    end
                    2'b10: begin
                        if (clock_counter >= M3_CLK_NEEDED) begin
                            led[25:8] <= 18'b0;
                            if (sym_step < 4) begin
                                led[sym_step]     <= 1'b1;  
                                led[7 - sym_step] <= 1'b1;
                            end else begin
                                led[sym_step - 4]     <= 1'b0;  
                                led[7 - (sym_step - 4)] <= 1'b0;
                            end
                            sym_step <= sym_step + 1;  
                            clock_counter <= 1;   
                        end else begin
                            clock_counter <= clock_counter + 1;
                        end
                    end
                    2'b11: begin
                        if (clock_counter >= M4_CLK_NEEDED) begin
                            led[lfsr_reg % 26] <= ~led[lfsr_reg % 26];  
                        end
                        clock_counter <= 1;   
                    end
                    default: led <= 26'b0;
                endcase
            end
        end
    end
endmodule
```
**/design/flow/run.sh**
```bash
#!/bin/bash
# OpenROAD 26Q1-2900-gdf79404cd8, Yosys 0.63+post, stock flow scripts
make -C /OpenROAD-flow-scripts/flow DESIGN_CONFIG=/design/flow/config.mk WORK_HOME=/design/flow/orfs finish
```
**/design/flow/config.mk**
```make
export PLATFORM = sky130hd
export DESIGN_NAME = running_light
export DESIGN_NICKNAME = running_light
export VERILOG_FILES = /design/flow/design.v
export SDC_FILE = /design/flow/constraint.sdc
export NUM_CORES = 4
export LEC_CHECK = 1
export CORE_UTILIZATION = 50
```
**/design/flow/constraint.sdc**
```tcl
current_design running_light

set clk_period 10.2
set clk_io_pct 0.2

create_clock -name clk0 -period $clk_period [get_ports {Clk}]

set non_clock_inputs [all_inputs -no_clocks]
set_input_delay [expr $clk_period * $clk_io_pct] -clock clk0 $non_clock_inputs
set_output_delay [expr $clk_period * $clk_io_pct] -clock clk0 [all_outputs]
```
==> GITHUB_STEP_SUMMARY <==
### Metrics collected by this job

| Metric | Value |
|---|---|
| Hold Vio Cnt, Final | `0` |
| Row count | `36` |
| Final ANT Viol Nets | `0` |
| Sum of negative setup slack | `0 ps` |
| # Post-CTS Setup Buffers | `0` |
| Cell Area, Synth | `5120 um2` |
| Post-synth EDFFs | `0` |
| Crit path max fanout | `22` |
| Post-synth top flop | `dfrtp_1` |
| Delay of the slowest critical-path stage | `610 ps` |
| Vias in the first global route | `4591` |
| Pin count of the biggest net entering global routing | `49` |
| First-pass GRT wire length | `23700 um` |
| Clock root cell | `clkbuf_8` |
| Synth unique cells | `86` |
| Syn Area/Cell | `7.68 um2` |
| Status | `finished, final reports clean` |
| Clk slew on worst S/H paths | `90 ps` |
| CP top delay family | `AND-OR/OR-AND gates` |
| H-tree depth | `2` |
| WS Path Type | `reg2reg` |
| Max_slew headroom | `46.6%` |
| Initial Utilization | `51.9%` |
| Ports | `30` |
| Worst setup EP type | `register` |
| Synth Seq Share | `23.6%` |
| Clock Skew | `5.43 ps` |
| WP data required | `10380 ps` |
| Cells after synthesis | `667` |
| Top cell area share | `21.0%` |
| Clk sinks | `48` |
| Core Footprint | `9860 um2` |
| Ys async rst share | `100%` |
| WP data arrival | `5740 ps` |
| Total global-route track usage | `29.4%` |
| Die area | `10700 um2` |
| # DRC | `0` |
| RSZ-0062 raised after global routing | `no` |
| Cts bufs inserted | `5` |
| Vias per cell | `6.40` |
| DR WL/cell | `18.4 um` |
| Antenna violations before repair | `0` |
| N_diodes | `0` |
| Placed cell count | `788` |
| Final Instance Area | `5520 um2` |
| Area Growth Syn to Fin | `7.82%` |
| TritonCTS clock tree | `yes` |
| Tool Warnings | `37` |
| Port Buffers | `29` |
| Slowest CP cell | `dfrtp_1` |
| Period utilisation layout | `54.4%` |
| Vias post-DR | `5095` |
| Initial DRC Count | `292` |
| Top cells by area | `dfrtp_1 (21%), ha_1 (5.6%), nor2_1 (4.9%), o21ai_0 (4.1%), mux2i_1 (3.9%)` |
| Hold-fix buffers at CTS | `0` |
| Yosys cell count | `667` |
| Final worst slack | `4650 ps` |
| Final setup fails | `0` |
| GPL Wtd Cong | `0.995` |
| Total Wirelength | `14700 um` |
| Max reg flops | `26` |
| Detailed placement HPWL | `10900 um` |
| Seq cells post-synth | `48` |
| Die extent in y | `103 um` |
| Static leakage power | `2.11 nW` |
| Peak supply drop | `0.0726 mV` |
| Crit start category | `register` |
| Layout cells sized above 1 | `8.75%` |
| Place WS | `4500 ps` |
| Finished Layout Cells | `796` |
| DR pass1 iterations | `5` |
| Yosys warns | `1` |
| Peak Freq | `0.180 GHz` |
| P per Cell Area | `70.0 nW/um2` |
| Grt ovf | `0` |
| Final min period | `5550 ps` |
| Min-Delay Path Class | `reg2reg` |
| Slew Viols, Final | `0` |
| Yosys synthesis chip area | `5120 um2` |
| Die width | `103 um` |
| Cell Area, Placed | `5420 um2` |
| Post-cts gate resize count | `0` |
| Clk latency late pin | `300 ps` |
| PnR Total Power | `386 uW` |
| Area leader, netlist | `dfrtp_1` |
| CP cell instances | `or2_2 > and2_1 > ha_1 > nand4b_1 > o22ai_2 > nor2_4 > o41ai_4 > a21oi_1 > o32a_1 > o21ai_0 > nand2_1 > ha_1 > xnor2_1 > nand2_1 > nor3_1 > o21ai_0 > a221o_1` |
| Buf/Inv on CP | `0` |
| Slew @ Worst Pin | `779 ps` |
| Maximum buffer depth of the clock tree | `2` |
| Max-cap violations | `0` |
## final timing paths
| path | from | to | cells after the start | slack [ps] |
|---|---|---|---|---|
| max | lfsr_reg[4] | led[5] | 17 | 4650 |
| min | lfsr_reg[6] | lfsr_reg[7] | 0 | 480 |
| max reg2reg | lfsr_reg[4] | led[5] | 17 | 4650 |
| min reg2reg | lfsr_reg[6] | lfsr_reg[7] | 0 | 480 |
| max in group asynchronous | Rst | led[18] | 3 | 7570 |
| min in group asynchronous | Rst | clock_counter[3] | 3 | 2210 |
## cells by family (layout without fill, tap and decap cells)
family	Yosys count	after routing	synth area share [%]
buf+inv	69	65	5.74
simple gates	269	269	26.6
xor+xnor	16	16	2.88
mux	26	26	5.30
fa+ha+maj	23	23	5.62
flops	48	48	23.6
compound gates	216	216	30.3
## layout make-up
class / instances / area (um2)
Multi-Input combinational cell: 550 / 3630
Clock inverter: 2 / 35.0
Tap cell: 133 / 166
Inverter: 23 / 86.3
Timing Repair Buffer: 34 / 328
Sequential cell: 48 / 1210
Clock buffer: 6 / 72.6
Fill cell: 917 / 4340
## power by group
group / switching (mW) / total (mW) / internal (mW)
combinational: 0.0313 / 0.0486 / 0.0172
clock: 0.0634 / 0.136 / 0.0728
sequential: 0.00662 / 0.202 / 0.195
total: 0.101 / 0.386 / 0.285
## cell usage in the layout (no fill, tap or decap), types with 5 or more instances in the layout
| master | instances |
|---|---|
| nor2_1 | 67 |
| nand2_1 | 51 |
| dfrtp_1 | 43 |
| o21ai_0 | 42 |
| nand3_1 | 38 |
| a21oi_1 | 35 |
| nor3_1 | 31 |
| clkdlybuf4s50_1 | 29 |
| ha_1 | 23 |
| inv_1 | 21 |
| mux2i_1 | 20 |
| a31oi_1 | 18 |
| o211ai_1 | 14 |
| nor2b_1 | 11 |
| xnor2_1 | 10 |
| o22ai_1 | 10 |
| and2_1 | 9 |
| or2_2 | 8 |
| nand2b_1 | 8 |
| a22oi_1 | 8 |
| o21ai_1 | 7 |
| a22o_1 | 7 |
| a211oi_1 | 6 |
| and3_1 | 6 |
| xor2_1 | 5 |
| o21a_1 | 5 |
| nor4_1 | 5 |
| mux2_2 | 5 |
| nand4_1 | 5 |
| clkbuf_8 | 5 |
| dfstp_2 | 5 |
| buf_4 | 5 |
## cell usage after synthesis, types with 7 or more instances
cell,instances
nor3_1,31
nand2_1,51
buf_2,13
dfrtp_1,43
o21ai_0,42
clkbuf_1,27
a22o_1,7
ha_1,23
o21ai_1,7
a31oi_1,18
xnor2_1,10
a22oi_1,8
o22ai_1,10
and2_1,9
o211ai_1,14
a21oi_1,35
nor2b_1,11
mux2i_1,20
nand3_1,38
nand2b_1,8
inv_1,22
or2_2,8
nor2_1,67
## layer usage
layer  global-route usage [%]  vias up  wire, um
met5                        0        -         0
met1                     43.7     2409      6580
met3                     3.89       30       881
met4                     6.50        0       347
met2                     47.1      168      6850
li1                         -     2488         -
## stage by stage
stage	utilization [%]	hold WS (ps)
after CTS	56.0	479
after global placement	54.9	461
after global routing	56.0	494
after detailed placement	54.9	466
after floorplan	-	352
final	56.0	480
No activity file was given, so power comes from the tool's default toggle rates.
