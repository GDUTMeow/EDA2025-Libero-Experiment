==> /design/flow/design.v <==
module marquee_led (
    input wire clk,            
    input wire rst_n,          
    input wire [1:0] mode_sw,  
    output reg [25:0] led      
);
    reg [31:0] timer_cnt;
    wire tick_mode1, tick_mode2, tick_mode3, tick_mode4;
    always @(posedge clk or negedge rst_n) begin
        if (!rst_n)
            timer_cnt <= 0;
        else
            timer_cnt <= timer_cnt + 1;
    end
    assign tick_mode1 = (timer_cnt[21:0] == 0); 
    assign tick_mode3 = (timer_cnt[22:0] == 0); 
    assign tick_mode2 = (timer_cnt[23:0] == 0); 
    assign tick_mode4 = (timer_cnt[20:0] == 0); 
    reg [3:0] state_m2;  
    reg [2:0] state_m3;  
    reg [4:0] state_m4;  
    reg m4_dir;         
    always @(posedge clk or negedge rst_n) begin
        if (!rst_n) begin
            led <= 26'b0;
            state_m2 <= 0;
            state_m3 <= 0;
            state_m4 <= 0;
            m4_dir <= 0;
        end else begin
            if (mode_sw != 2'b11) led[25:8] <= 18'b0;
            case (mode_sw)
                2'b00: begin
                    if (tick_mode1) begin
                        if (timer_cnt[22]) 
                            led[7:0] <= 8'b10101010;  
                        else 
                            led[7:0] <= 8'b01010101;  
                    end
                end
                2'b01: begin
                    if (tick_mode2) begin
                        if (state_m2 < 8) begin
                            led[state_m2] <= 1'b1; 
                        end else begin
                            led[state_m2 - 8] <= 1'b0; 
                        end
                        state_m2 <= state_m2 + 1;
                    end
                end
                2'b10: begin
                    if (tick_mode3) begin
                        if (state_m3 < 4) begin
                            led[state_m3] <= 1'b1;       
                            led[7 - state_m3] <= 1'b1;   
                        end else begin
                            led[state_m3 - 4] <= 1'b0;
                            led[7 - (state_m3 - 4)] <= 1'b0;
                        end
                        state_m3 <= state_m3 + 1;
                    end
                end
                2'b11: begin
                    if (tick_mode4) begin
                        led <= (26'b1 << state_m4);
                        if (m4_dir == 0) begin  
                            if (state_m4 == 25) m4_dir <= 1;
                            else state_m4 <= state_m4 + 1;
                        end else begin  
                            if (state_m4 == 0) m4_dir <= 0;
                            else state_m4 <= state_m4 - 1;
                        end
                    end
                end
            endcase
        end
    end
endmodule
==> /design/flow/run.sh <==
#!/bin/bash
# OpenROAD 26Q1-2900-gdf79404cd8, Yosys 0.63+post, stock flow scripts
make -C /OpenROAD-flow-scripts/flow DESIGN_CONFIG=/design/flow/config.mk WORK_HOME=/design/flow/orfs finish
==> /design/flow/config.mk <==
export PLATFORM = sky130hd
export DESIGN_NAME = marquee_led
export DESIGN_NICKNAME = marquee_led
export VERILOG_FILES = /design/flow/design.v
export SDC_FILE = /design/flow/constraint.sdc
export NUM_CORES = 4
export LEC_CHECK = 1
export CORE_UTILIZATION = 30
==> /design/flow/constraint.sdc <==
current_design marquee_led

set clk_period 5.7
set clk_io_pct 0.2

create_clock -name clk0 -period $clk_period [get_ports {clk}]

set non_clock_inputs [all_inputs -no_clocks]
set_input_delay [expr $clk_period * $clk_io_pct] -clock clk0 $non_clock_inputs
set_output_delay [expr $clk_period * $clk_io_pct] -clock clk0 [all_outputs]
==> results.json <==
{
  "end_kind": "register",
  "synth.top_cell.area_share": 0.3771,
  "totalWireLength_um": 10160,
  "grt_pass1_wl_um": 17020,
  "worst_slew_pin_slew_ns": 0.9517,
  "cp_cell_sequence": "clkdlybuf4s50_1, nand2b_1, or4_4, nor3_2, and3_1, o2bb2ai_1",
  "drt_pre_antenna_iters": 4,
  "dominant_flop_cell": "dfrtp_1",
  "clock_period_minus_worst_slack_ns": 3.319,
  "boundaryPins": 30,
  "worst_ep_required_time_ns": 5.93,
  "synthSimpleGateAreaFrac": 0.2478,
  "timing.final.crit_share": 0.5823,
  "p_leak_nw": 2.011,
  "critical_path.reg2reg.startpoint": "state_m2[0]",
  "ctsHoldBuffers": 0,
  "dpl-instance-area_um2": 4586,
  "maxCapViolations": 0,
  "timing.max_slew.rel_slack": 0.3621,
  "critPathMaxFanout": 15,
  "rsz0062_at_grt": "no",
  "routed-via-count": 3504,
  "synthAdderAreaFrac": 0.07962,
  "worst_ep_arrival_time_ns": 3.55,
  "tritoncts": "yes",
  "cts-root-to-sink-buffers": 2,
  "gr-usage-met1": 0.2315,
  "post-synth-top-area-cell": "dfrtp_1",
  "worst_path_clk_slew_ns": 0.05,
  "crit_start": "mode_sw[0]",
  "initialDrtViolationCount": 223,
  "number_of_global_route_vias_before_repair": 3304,
  "maxClockFrequency_ghz": 0.3013,
  "logic_area_um2": 2432,
  "total_half_perimeter_wirelength_after_legalization_and_detailed_placement_um": 7409,
  "ys_top_cells_by_count": "dfrtp_1, nand2_1, xnor2_1",
  "outcome": "finished, final reports clean",
  "post_synth_mux_area_share": 0.02305,
  "synth_compound_gate_area_share": 0.1643,
  "synthDistinctLibCells": 67,
  "pre_cts_slack_ns": 2.097,
  "ys.warnings.count": 1,
  "post_route_cells_drive_above_1_share": 0.06751,
  "num_antenna_cells": 0,
  "cts_setup_buffers": 0,
  "most_heavily_used_metal_layer_in_global_routing": "met1",
  "globalRouteMet2Util": 0.2202,
  "synth_seq_share": 0.3771,
  "worstHoldStart": "timer_cnt[14]",
  "layout_filler_cell_count": 1304,
  "crit_path_top_delay_cell": "nor3_2",
  "worst_skew_pair.late_latency_ns": 0.33,
  "number_of_failing_hold_endpoints_at_the_final_stage": 0,
  "groute.usage.overall": 0.1524,
  "initCoreUtil": 0.3120,
  "worst-path-buf-inv": 1,
  "clock_sinks": 63,
  "chip_area_um2": 14410,
  "worst_hold_path_type": "register to register",
  "finish.instance_area_um2": 4908,
  "seq_area_um2": 1577,
  "synth-edff-count": 0,
  "path_delay_family": "simple AND/OR/NAND/NOR gates",
  "setup_tns_ns": 0,
  "largest_voltage_drop_on_the_vdd_net_mv": 0.1332,
  "post_drt_wl_per_cell_um": 15.64,
  "fin_ws_ns": 2.381,
  "port-buffer-count": 29,
  "ys_cells": 449,
  "post_synth_main_logic_family": "simple AND/OR/NAND/NOR gates",
  "async_flop_share": 1.000,
  "slew_violations": 0,
  "skew_ns": 0.005878,
  "tool_warnings": 37,
  "post-route-drc-count": 0,
  "post_cts.resized_instances": 0,
  "antenna_violation_net_count_after_detailed_routing": 0,
  "place_congestion": 0.9073,
  "placeableCoreArea_um2": 13400,
  "top_cells_by_area": "dfrtp_1, ha_1, xnor2_1",
  "grt_start_max_net_pins": 35,
  "p_per_area_nw_per_um2": 243.2,
  "ctsHtreeMaxLevel": 3,
  "grt_overflow_total": 0,
  "yosys.stat.chipArea_um2": 4180,
  "final_core_util": 0.3663,
  "synthesis.area_per_instance_um2": 9.310,
  "numSynthFlops": 63,
  "setup_violations": 0,
  "initial_antenna_violation_count": 0,
  "setup.worst_path.start_class": "primary input",
  "post-synth-top-count-cell": "dfrtp_1",
  "groute.layer.met3.usage": 0.04806,
  "via_per_inst": 5.391,
  "synthesis.instances": 449,
  "synthXorXnorAreaFrac": 0.06705,
  "syn_to_final_growth_pct": 17.42,
  "row_count": 42,
  "clock_tree.root_cell": "clkbuf_16",
  "die_height_um": 120.0,
  "dieWidth_um": 120.0,
  "crit_type": "primary input to register",
  "critPathMaxStageDelay_ns": 0.74,
  "post_synth_instance_area_um2": 4180,
  "cts-buffers-inserted": 9
}
worst paths after layout:
check / endpoint / slack (ns) / cells past startpoint
setup / recovery: led[13] / 2.38 / 6
setup reg to reg: led[0] / 2.63 / 10
max in group asynchronous: led[8] / 3.94 / 2
hold / removal: timer_cnt[14] / 0.51 / 1
min in group asynchronous: timer_cnt[1] / 0.88 / 1
hold reg to reg: timer_cnt[14] / 0.51 / 1
metal layers:
layer,up-vias,routed length [µm],share of wire
met5,-,0,0
met4,0,160,0.016
met3,11,826,0.081
met2,111,4345,0.43
met1,1669,4832,0.48
li1,1713,-,-
cell type report:
cell class	count	area share
repair buffers	30	0.05965
clock buffers	10	0.04869
multi-input cells	348	0.4955
inverters	17	0.01300
flip-flops and latches	63	0.3212
well taps	176	0.04486
clock inverters	6	0.01708
worst register-to-register path, stage by stage (launching register included):
cell,delay (ns)
dfrtp_1,0.48
inv_1,0.20
ha_1,0.26
nor2b_1,0.21
nand2_1,0.10
ha_1,0.34
or4b_1,0.46
and3_1,0.20
a221o_1,0.30
a221oi_1,0.25
o221ai_1,0.14
cells by family (layout without fill, tap and decap cells):
| family | Yosys count | in the layout |
|---|---|---|
| simple gates | 178 | 178 |
| compound gates | 103 | 103 |
| flops | 63 | 63 |
| buf+inv | 38 | 63 |
| xor+xnor | 32 | 32 |
| fa+ha+maj | 26 | 26 |
| mux | 9 | 9 |
cell usage in the layout, fill, tap and decap left out, types with 4 or more instances in the layout:
cell type | synthesis | layout
dfrtp_1 | 63 | 63
nand2_1 | 41 | 41
clkdlybuf4s50_1 | 0 | 28
xnor2_1 | 27 | 27
ha_1 | 25 | 25
nor2_1 | 24 | 24
a21oi_1 | 24 | 24
nand3_1 | 19 | 19
inv_1 | 16 | 16
a31oi_1 | 16 | 16
and3_1 | 15 | 15
nand4_1 | 10 | 10
a22oi_1 | 10 | 10
nor2b_1 | 9 | 9
clkbuf_16 | 0 | 9
nor3_1 | 8 | 8
o21ai_1 | 8 | 8
or3_1 | 7 | 7
o21ai_0 | 7 | 7
o2bb2ai_1 | 6 | 6
xor2_1 | 5 | 5
nand4b_1 | 5 | 5
nor4_2 | 4 | 4
nand2b_1 | 4 | 4
mux2i_1 | 4 | 4
a211oi_1 | 4 | 4
o31ai_1 | 4 | 4
flip-flops by register name, summed over array words and instances, names as in the netlist:
register and flops:
state_m3 3, led 26, m4_dir 1, state_m4 5, state_m2 4, timer_cnt 24
power by group:
| part | internal, mW | leakage [nW] | switching (mW) |
|---|---|---|---|
| Clock | 0.393 | 0.162 | 0.194 |
| Sequential | 0.455 | 0.837 | 0.0173 |
| Combinational | 0.0523 | 1.01 | 0.0822 |
per-stage QoR:
step / hold slack (ns) / total power [mW] / std cells
after floorplan: 0.4777 / 0.5659 / 449
after global placement: 0.4969 / 0.6107 / 634
after detailed placement: 0.5023 / 0.6123 / 634
after CTS: 0.5125 / 1.205 / 650
after global routing: 0.5186 / 1.245 / 650
final: 0.5082 / 1.194 / 650
Power figures rest on the tool's default switching activity, not on a simulated workload.
