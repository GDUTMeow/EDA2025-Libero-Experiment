[flow/constraint.sdc]
current_design timer

set clk_period 5.2
set clk_io_pct 0.2

create_clock -name clk0 -period $clk_period [get_ports {Clk}]

set non_clock_inputs [all_inputs -no_clocks]
set_input_delay [expr $clk_period * $clk_io_pct] -clock clk0 $non_clock_inputs
set_output_delay [expr $clk_period * $clk_io_pct] -clock clk0 [all_outputs]
[flow/run.sh]
#!/bin/bash
# OpenROAD 26Q1-2900-gdf79404cd8, Yosys 0.63+post, stock flow scripts
make -C /OpenROAD-flow-scripts/flow DESIGN_CONFIG=/design/flow/config.mk WORK_HOME=/design/flow/orfs finish
[flow/config.mk]
export PLATFORM = sky130hd
export DESIGN_NAME = timer
export DESIGN_NICKNAME = timer
export VERILOG_FILES = /design/flow/design.v
export SDC_FILE = /design/flow/constraint.sdc
export NUM_CORES = 4
export LEC_CHECK = 1
export CORE_AREA = 10 10 101 101
export DIE_AREA = 0 0 111 111
[flow/design.v]
module HC4511 (A, Seg, LT_N, BI_N, LE);
    input LT_N, BI_N, LE;    
    input [3:0] A;   
    output [7:0] Seg;    
    reg [7:0] SM_8S;     
    assign Seg = SM_8S;
    always @(A or LT_N or BI_N or LE)
    begin
        if (!LT_N)
            SM_8S = 8'b11111111;     
        else if (!BI_N)
            SM_8S = 8'b00000000;     
        else if (LE)
            SM_8S = SM_8S;   
        else
            case (A)
                4'd0 : SM_8S = 8'b00111111;  
                4'd1 : SM_8S = 8'b00000110;  
                4'd2 : SM_8S = 8'b01011011;  
                4'd3 : SM_8S = 8'b01001111;  
                4'd4 : SM_8S = 8'b01100110;  
                4'd5 : SM_8S = 8'b01101101;  
                4'd6 : SM_8S = 8'b01111101;  
                4'd7 : SM_8S = 8'b00000111;  
                4'd8 : SM_8S = 8'b01111111;  
                4'd9 : SM_8S = 8'b01101111;  
                4'd10: SM_8S = 8'b01110111;  
                4'd11: SM_8S = 8'b01111100;  
                4'd12: SM_8S = 8'b00111001;  
                4'd13: SM_8S = 8'b01011110;  
                4'd14: SM_8S = 8'b01111001;  
                4'd15: SM_8S = 8'b01110001;  
                default: SM_8S = 8'b00000000;
            endcase
    end
endmodule
module timer(
    input Clk, Rst, en,
    input tick_1s,
    output [7:0] Seg,    
    output [3:0] Sel     
);
    reg [3:0] Sel_reg;  
    reg [3:0] Display_data;  
    reg [1:0] Scanning_count;  
    wire LT_N, BI_N;           
    wire LE;                
    assign LT_N = 1'b1;
    assign BI_N = 1'b1;
    assign LE = 1'b0;
    reg [5:0] light1_count;  
    reg [5:0] light2_count;  
    reg [2:0] light1_state;  
    reg [2:0] light2_state;  
    parameter RED_LIGHT = 6'd60;   
    parameter YELLOW_LIGHT = 6'd5;   
    parameter GREEN_LIGHT = 6'd55;   
    parameter RED = 3'b100;
    parameter YELLOW = 3'b010;
    parameter GREEN = 3'b001;
    reg [7:0] D_high;  
    reg [7:0] D_low;   
    reg [3:0] D_High_H;
    reg [3:0] D_High_L;
    reg [3:0] D_Low_H;
    reg [3:0] D_Low_L;
    initial begin
        D_High_H = 4'b0110;  
        D_High_L = 4'b0000;  
        D_Low_H = 4'b0101;   
        D_Low_L = 4'b0101;   
    end
    always @(posedge Clk or posedge Rst) begin
        if (Rst) begin
            light1_count <= 6'd60;  
            light2_count <= 6'd55;  
            light1_state <= RED;
            light2_state <= GREEN;
            Scanning_count <= 2'b00;
        end else begin
            if (en && tick_1s) begin
                if (light1_count == 6'd1) begin
                    case (light1_state)
                        RED: begin
                            light1_state <= GREEN;
                            light1_count <= GREEN_LIGHT;
                        end
                        GREEN: begin
                            light1_state <= YELLOW;
                            light1_count <= YELLOW_LIGHT;
                        end
                        YELLOW: begin
                            light1_state <= RED;
                            light1_count <= RED_LIGHT;
                        end
                    endcase
                end else begin
                    light1_count <= light1_count - 1'b1;
                end
            end
            if (en && tick_1s) begin
                if (light2_count == 6'd1) begin
                    case (light2_state)
                        RED: begin
                            light2_state <= GREEN;
                            light2_count <= GREEN_LIGHT;
                        end
                        GREEN: begin
                            light2_state <= YELLOW;
                            light2_count <= YELLOW_LIGHT;
                        end
                        YELLOW: begin
                            light2_state <= RED;
                            light2_count <= RED_LIGHT;
                        end
                    endcase
                end else begin
                    light2_count <= light2_count - 1'b1;
                end
            end
            Scanning_count <= Scanning_count + 1'b1;
        end
    end
    always @(*) begin
        case (Scanning_count)
            2'b00: begin 
                Display_data = light1_count / 10;    
                Sel_reg = 4'b1011;   
            end
            2'b01: begin 
                Display_data = light1_count % 10;    
                Sel_reg = 4'b0111;   
            end
            2'b10: begin 
                Display_data = light2_count / 10;    
                Sel_reg = 4'b1110;   
            end
            2'b11: begin 
                Display_data = light2_count % 10;    
                Sel_reg = 4'b1101;   
            end
        endcase
    end
    HC4511 u_4511(
        .A(Display_data), .Seg(Seg), .LT_N(LT_N), .BI_N(BI_N), .LE(LE)
    );
    assign Sel = Sel_reg;
endmodule
==> design notes <==
The post-synth tally of flip-flops with integrated enable came out at 0. For this block, the routed nets add up to 6180 um of wire. The number of global-route vias before repair came out at 2242. The detail-routed net length per standard cell came out at 13.0 um. With the initial antenna violation count at 0, the HPWL after detailed placement is 4670 um. TritonCTS built the clock tree. Synthesis produced a netlist whose cell count is 319. The tools report the core region area as 0.00813 mm^2.

For the number of H-tree levels, the log shows 1. In the routed design, unresolved DRC markers number 0. At the floorplan stage, the core utilization is reported as 31.9%.

Post-synth the commonest register cell is dfstp_2. The average cell area after synthesis was 8.13 um^2; the final non-filler cell area was 0.00335 mm^2. The last timing report of the flow puts the setup violation total at 0.

The logs give 0 for the max-cap check violation count and 71 for the unique cell type count in the Yosys netlist. The worst path in the final design needs a cycle of 5.09 ns, including I/O delays and setup. The logs give 19.8% for the register area share after synthesis and 4 for the number of optimization iterations in the first detailed-route pass. The worst ir drop on vdd was 0.277 mV. The critical path goes through ha_4 -> buf_6 -> mux2i_4 -> ha_2 -> inv_2 -> nand2_2 -> ha_4 -> nand3b_1 -> o32ai_2 -> buf_4 -> buf_4 -> buf_4 -> a22oi_2 -> inv_1 -> a31oi_4 -> nor3b_2 -> o31a_1 -> ha_4 -> inv_2 -> a21oi_1 -> mux2i_1 -> dlygate4sd2_1. With the number of standard cells in the final layout excluding fillers at 476, the adder-cell area share of the yosys netlist is 12.1%.

Per the layout report, the design carries 763 filler cells. Entering global routing, the biggest net connects 21 pins. The tree is rooted in a clkbuf_8. For this run, the top clock speed supported by timing is 0.197 GHz.

By count the netlist is led by 36 x inv_1, 27 x nor2_1, 25 x ha_1, 25 x nand2_1, 24 x a21oi_1. The setup path with the least slack is of type reg -> out. Counting tap cells, the placed design contains a total of 459 instances. The remaining global-route overflow is 0, and the number of warnings printed during yosys synthesis is 2.

Counting flops and latches in the post-synthesis netlist gives 20. After synthesis, the largest family of logic cells by area is AND-OR/OR-AND gates. In this run the full chip footprint comes out at 0.0123 mm^2.

The final hold violation count recorded for this run is 0. In the synthesis report, Yosys lists the chip area as 0.00259 mm^2. The first global-routing pass estimated 10700 um of wire. The endpoint kind of the worst setup timing path was a primary output. The most area-hungry cell type in the Yosys netlist was ha_1.

The largest fanout of any net on the critical path was 5. The worst setup path is launched from a flop. The run gives 42.6% for the remaining max-slew budget at the tightest pin.

Counting flops with an async set or reset pin after synthesis yields a share of 100%. The tools report the total power as 0.00204 W. inv_1 is the most common cell in the netlist.

Setup repair after global routing could not meet its margin everywhere. During placement, the flow inserted port buffers numbering 14. The final number of max-transition violations is 0, and the top-area cell type share of the netlist area is 12.1%. According to the floorplan report, the die width is 111 um.

Overall routing resource usage recorded by global route was 9.73%. The tools report the number of placement rows as 33. Summing the areas of all compound-gate instances in the mapped netlist gives 27.8% of the synthesized area. Clock skew on the completed layout was measured at 0.00222 ns. The run gives 0 for the number of nets still failing antenna checks after routing. Average via count per standard cell: 5.12. The ratio of final minimum period to clock period is 97.8%. The CTS log lists the clock sinks for this run as 20.

The floorplan step set the die height to 111 um. Data on the critical path is required at its endpoint by 4.16 ns. The power report puts the leakage power at 1.38 nW. Of the total synthesized cell area, the portion taken by XOR and XNOR cells is 0.338%. The cell area after technology mapping was 0.00259 mm^2; the worst-skew pair later-pin latency was 0.25 ns.

Per the log, the first TritonRoute iteration ended with a DRC count of 192. The class of the worst hold path is reg -> reg. By area the synthesized netlist is led by ha_1 12%, dfstp_2 11%, dfrtp_1 8.7%.

The tools report the final weighted congestion in routability-driven placement as 0.867. STA puts the critical path data arrival time at 4.05 ns. The signed area change from the synthesized netlist to the final layout works out to 29.3%. The tools report the post-placement cell area as 0.00303 mm^2. For reference, the clock transition at the flip-flops on the worst setup and hold paths is 0.07 ns. Per the CTS log, the buffer count on the longest clock path is 2. The run finished with clean final reports.

Counting the buffers created by CTS gives 3. For the pin with the worst max-slew slack, the measured transition is 0.851 ns. The largest incremental delay on the critical path is 0.41 ns, and the cell count in the Yosys report is 319. For the hold buffer count at CTS, the log shows 0. The critical path's slowest cell is dfrtp_1. After Yosys synthesis, and, or, nand and nor cells account for 19.0% of the synthesized area. Pin placement for this block handled 16 I/O pins.

The area fraction in mux cells was 11.2%. The tool warning count for the run is 41. The final antenna diode count is 0, and the total number of vias is 2435. The report lists the power per cell area as 610 mW/mm^2. Cells with a size suffix above 1 make up 34.5% of the layout.
==> layout by cell type, fill, tap and decap left out, types with 7 or more instances in the layout <==
| master | count |
|---|---|
| a21oi_1 | 24 |
| buf_4 | 45 |
| clkdlybuf4s50_1 | 7 |
| dfrtp_1 | 9 |
| dfstp_2 | 11 |
| ha_1 | 13 |
| ha_4 | 8 |
| inv_1 | 29 |
| inv_2 | 7 |
| mux2_2 | 8 |
| mux2i_1 | 11 |
| nand2_1 | 24 |
| nor2_1 | 27 |
| nor3_1 | 14 |
| o21ai_0 | 19 |
==> flip-flops by register name, summed over array words and instances (netlist names) <==
signal,cells
light1_count,6
light1_state,3
light2_count,6
light2_state,3
Scanning_count,2
==> logic make-up (layout without fill, tap and decap cells) <==
kind of cell	count (synthesis)	after routing
compound gates	98	98
simple gates	97	97
buf+inv	53	105
fa+ha+maj	25	25
mux	24	24
flops	20	20
other cells	1	1
xor+xnor	1	1
==> layer usage <==
metal | GRT usage [%] | wire length (um) | vias to the layer above | part of all wire, %
met5 | 0 | 0 | - | 0
met4 | 0.608 | 36 | 0 | 0.58
met3 | 1.26 | 199 | 4 | 3.2
met2 | 15.8 | 2800 | 36 | 45
met1 | 14.1 | 3140 | 1130 | 51
li1 | - | - | 1265 | -
==> report_power, final <==
part / switching (W) / total, W / internal [W]
logic: 0.000799 / 0.00163 / 0.000832
clock network: 0.0000482 / 0.000115 / 0.0000673
registers: 0.0000807 / 0.000299 / 0.000218
total: 0.000928 / 0.00204 / 0.00112
==> metrics by stage <==
stage / setup TNS, ns / hold slack (ns) / setup slack [ns] / utilization [%]
after floorplan: 0 / 0.472 / 0.0599 / -
after global placement: -0.286 / 0.495 / -0.0914 / 37.3
after detailed placement: -0.391 / 0.496 / -0.0912 / 37.3
after CTS: 0 / 0.507 / 0.0197 / 40.5
after global routing: -0.472 / 0.565 / -0.110 / 41.2
final: 0 / 0.505 / 0.114 / 41.2
==> area by class of cell <==
type	count	area, um^2	share of cell area (%)
well taps	105	131	3.92
repair buffers	64	510	15.2
inverters	37	141	4.22
multi-input cells	246	2000	59.7
clock buffers	4	55.1	1.64
flip-flops and latches	20	514	15.3
==> worst paths after layout <==
| path | slack [ns] | endpoint | cells past startpoint | from |
|---|---|---|---|---|
| min in group asynchronous | 1.21 | light1_count[0] | 2 | Rst |
| max in group asynchronous | 3.53 | light2_state[1] | 2 | Rst |
| setup / recovery | 0.11 | Seg[1] | 22 | Scanning_count[0] |
| setup reg to reg | 2.62 | light2_count[3] | 6 | light2_count[0] |
| hold / removal | 0.51 | light1_state[0] | 2 | light1_state[0] |
| hold reg to reg | 0.51 | light1_state[0] | 2 | light1_state[0] |
==> timing repair <==
item	4_1_cts	5_1_grt
pin swaps	22	18
buffers inserted	13	1
resized	38	23
endpoints found under the setup margin	7	7
==> worst max-delay path: cells and delay by family, from the launching register on <==
kind | cells | cell delay, ns
adder cells (fa/ha/maj) | 4 | 0.97
AND-OR/OR-AND | 5 | 0.97
buffers and inverters | 8 | 0.92
flip-flops | 1 | 0.41
multiplexers | 2 | 0.27
AND/OR/NAND/NOR | 3 | 0.25
Power and IR drop assume default switching activity.
